--- ./design.v ---
module eater #(
        parameter RESET_PC        = 0,
        parameter INSTRUCTION_HEX = "hex/instructions.hex",
        parameter OUTPUT_HEX      = "hex/output.hex",
        parameter PROGRAM_HEX     = "build/program.hex",
        parameter OUTPUT_DIVIDE   = 1
    ) 
    (
        input wire clk_i,
        input wire reset_i,
        output wire [7:0]  seven_seg_o,
        output wire [3:0]  seven_seg_com_o,
        output wire [3:0]  program_counter_o,
        output wire [1:0]  flags_o,
        output wire [15:0] control_o,
        output wire [7:0]  a_o,
        output wire [7:0]  b_o
    );
    reg [1:0] reset_cdc;
    always @(posedge clk_i) begin
        reset_cdc[0] <= reset_i;
        reset_cdc[1] <= reset_cdc[0];
    end
    wire reset = reset_cdc[1];  
    wire c_halt;                
    wire c_memory_in;           
    wire c_ram_in;              
    wire c_ram_out;             
    wire c_instruction_out;     
    wire c_instruction_in;      
    wire c_a_in;                
    wire c_a_out;               
    wire c_sum_out;             
    wire c_subtract;            
    wire c_b_in;                
    wire c_output_in;           
    wire c_counter_enable;      
    wire c_counter_out;         
    wire c_jump;                
    wire c_flags_in;            
    wire [7:0] bus;
    reg [3:0] program_counter;
    assign program_counter_o = program_counter;
    always @(posedge clk_i) begin
        if (reset)
            program_counter <= RESET_PC;
        else if (c_jump)
            program_counter <= bus[3:0];
        else if (c_counter_enable)
            program_counter <= program_counter + 1'b1;
    end
    reg [7:0] a_reg;
    reg [7:0] b_reg;
    assign a_o = a_reg;
    assign b_o = b_reg;
    wire [8:0] sum_reg = c_subtract   ? 
        {1'b0, a_reg} - {1'b0, b_reg} :
        {1'b0, a_reg} + {1'b0, b_reg} ;
    always @(posedge clk_i) begin
        if (reset) begin
            a_reg <= 0;
            b_reg <= 0;
        end else begin
            if (c_a_in)
                a_reg <= bus;
            if (c_b_in)
                b_reg <= bus;
        end
    end
    reg flag_zero;
    reg flag_carry;
    assign flags_o = {flag_zero, flag_carry};
    always @(posedge clk_i) begin
        if (reset) begin
            flag_zero  <= 1'b0;
            flag_carry <= 1'b0;
        end else if (c_flags_in) begin
            flag_zero  <= sum_reg[7:0] == 0;
            flag_carry <= sum_reg[8];
        end
    end
    reg [7:0] ram [15:0];
    reg [3:0] ram_address;
    reg [7:0] ram_output;
    initial if (PROGRAM_HEX) $readmemh(PROGRAM_HEX, ram);
    always @(posedge clk_i) begin
        if (c_memory_in)
            ram_address <= bus[3:0];
    end
    always @(posedge clk_i) begin
        if (c_ram_in)
            ram[ram_address] <= bus;
        ram_output <= ram[ram_address];
    end
    reg [7:0] output_reg;
    reg [3:0] output_com_reg;
    reg [1:0] output_mux;
    always @(posedge clk_i) begin
        if (reset)
            output_reg <= 0;
        else if (c_output_in)
            output_reg <= bus;
    end
    wire [9:0] output_address = {output_mux, output_reg};
    reg  [7:0] output_memory [(2**10)-1:0];
    reg  [7:0] output_memory_out;
    initial if (OUTPUT_HEX) $readmemh(OUTPUT_HEX, output_memory);
    always @(posedge clk_i) begin
        output_memory_out <= output_memory[output_address];
        output_com_reg <= 4'b0001 << output_mux;
    end
    assign seven_seg_o     = output_memory_out;
    assign seven_seg_com_o = output_com_reg;
    reg [OUTPUT_DIVIDE:0] output_divide;
    always @(posedge clk_i) begin
        output_divide <= output_divide[OUTPUT_DIVIDE-1:0] + 1'b1;
        if (output_divide[OUTPUT_DIVIDE])
            output_mux <= output_mux + 1'b1;
    end
    reg [7:0] instruction_reg;
    reg [2:0] micro_instruction;
    reg       halt;
    wire [3:0] opcode = instruction_reg[7:4];
    always @(posedge clk_i) begin
        if (reset)
            instruction_reg <= 0;
        else if (c_instruction_in)
            instruction_reg <= bus;
    end
    wire [8:0]  instruction_address;
    reg  [15:0] instruction_memory [(2**9)-1:0];
    reg  [15:0] instruction_out;
    always @(posedge clk_i)
        instruction_out <= instruction_memory[instruction_address];
    initial if (INSTRUCTION_HEX) $readmemh(INSTRUCTION_HEX, instruction_memory);
    assign instruction_address = {flag_zero, flag_carry, opcode, micro_instruction};
    reg instruction_ready;
    always @(posedge clk_i) begin
        if (reset | halt) begin
            instruction_ready <= 1'b0;
            micro_instruction <= 0;
        end else if (instruction_ready == 0) begin
            instruction_ready <= 1'b1;
        end else begin
            instruction_ready <= 1'b0;
            micro_instruction <= micro_instruction + 1'b1;
        end
    end
    always @(posedge clk_i) begin
        if (reset)
            halt <= 1'b0;
        else if (c_halt)
            halt <= 1'b1;
    end
    assign {
        c_sum_out,
        c_subtract,
        c_b_in,
        c_output_in,
        c_counter_enable,
        c_counter_out,
        c_jump,
        c_flags_in,
        c_halt,
        c_memory_in,
        c_ram_in,
        c_ram_out,
        c_instruction_out,
        c_instruction_in,
        c_a_in,
        c_a_out
    } = instruction_ready ? instruction_out : 16'b0;
    assign control_o = instruction_out;
    assign bus =
        (c_ram_out         ? ram_output                   : 8'b0) |
        (c_instruction_out ? {4'b0, instruction_reg[3:0]} : 8'b0) |
        (c_a_out           ? a_reg                        : 8'b0) |
        (c_sum_out         ? sum_reg[7:0]                 : 8'b0) |
        (c_counter_out     ? {4'b0, program_counter}      : 8'b0) ;
endmodule
--- ./run.sh ---
#!/bin/bash
# OpenROAD 26Q1-2900-gdf79404cd8, Yosys 0.63+post, stock flow scripts
make -C /OpenROAD-flow-scripts/flow DESIGN_CONFIG=/design/flow/config.mk WORK_HOME=/design/flow/orfs finish
--- ./config.mk ---
export PLATFORM = sky130hd
export DESIGN_NAME = eater
export DESIGN_NICKNAME = eater
export VERILOG_FILES = /design/flow/design.v
export SDC_FILE = /design/flow/constraint.sdc
export NUM_CORES = 4
export LEC_CHECK = 1
export CORE_AREA = 10 10 70 70
export DIE_AREA = 0 0 80 80
export SYNTH_HDL_FRONTEND = slang
export SYNTH_MEMORY_MAX_BITS = 65536
--- ./constraint.sdc ---
current_design eater

set clk_period 1.8
set clk_io_pct 0.2

create_clock -name clk0 -period $clk_period [get_ports {clk_i}]

set non_clock_inputs [all_inputs -no_clocks]
set_input_delay [expr $clk_period * $clk_io_pct] -clock clk0 $non_clock_inputs
set_output_delay [expr $clk_period * $clk_io_pct] -clock clk0 [all_outputs]
==> summary.rpt <==
FINAL LAYOUT
--------------------------------------------------------------------------------------------------
Register cell area after layout                                                            180 um2
Logic area                                                                                 204 um2
Utilization of the core after routing                                                        15.1%
FILL cells                                                                                     405
Share of layout cells above drive strength 1                                                 4.35%
Area delta synth->final                                                                     -9.25%

SYNTH
--------------------------------------------------------------------------------------------------
Register area share after synthesis                                                          31.7%
FF+latch count, synth                                                                            8
Cells taking the most area after synthesis                                            sky130_fd_sc_hd__buf_4 61%, sky130_fd_sc_hd__dfxtp_1 21%, sky130_fd_sc_hd__edfxtp_1 11%
Syn Std Cell Area                                                                          568 um2
Post-synth top area cell                                                              sky130_fd_sc_hd__buf_4
Post-synthesis cell count from yosys                                                            62
Syn Inst Count                                                                                  62
Number of different library cells in the post-synthesis netlist                                  9
Average size of a mapped cell                                                             9.16 um2
Count of synthesis-stage warnings from yosys                                                     0
Chip Area, Yosys                                                                           568 um2
Share of Yosys cell area claimed by the top area cell type                                   60.8%

TIMING
--------------------------------------------------------------------------------------------------
Minimum period implied by the final worst setup slack                                      1.36 ns
Unrepaired setup endpoints after global routing                                              false
Number of max-slew violations in the final report                                                0
Total of endpoints with negative setup slack in the final report                                 0
Post-route setup slack                                                                    0.441 ns
Number of failing hold endpoints at the final stage                                              0
Post-route clock period utilization                                                          75.5%
Fmax                                                                                       736 MHz
Setup total negative slack                                                                    0 ns
Final setup skew                                                                        0.00425 ns

ROUTE
--------------------------------------------------------------------------------------------------
Routed via count                                                                               235
Total wire length after detailed routing                                                    828 um
Via/cell ratio                                                                                2.04
Detailed-routing iteration count for the pre-antenna-repair pass                                 2
DRC marker count from the first detailed-route iteration                                        10
Number of DRC violations after detailed routing                                                  0
Detailed-route wire length per cell                                                        7.20 um
Number of routed nets with antenna violations                                                    0
Antenna Cells                                                                                    0

CTS
--------------------------------------------------------------------------------------------------
Hold buffer count at cts                                                                         0
Setup Buffers After CTS                                                                          0
Post-cts gate resize count                                                                       0
CTS buffer count                                                                                 3
CTS H-tree depth                                                                                 1
Clock tree from TritonCTS                                                                      yes
Clock sink count                                                                                 8
Later-pin clock latency in the skew report                                                 0.25 ns
Clk Tree Root Cell                                                                    sky130_fd_sc_hd__clkbuf_4
Largest buffer count on any clock path                                                           2
Clock transition time at the flip-flop clock pins of the worst setup and hold paths        0.05 ns

PLACED DESIGN
--------------------------------------------------------------------------------------------------
Worst slack, placed                                                                       0.695 ns
DPL Wire Length                                                                             772 um
Port Buffers                                                                                     4
Weighted congestion at the end of routability-driven global placement                        0.651

CRITICAL PATH
--------------------------------------------------------------------------------------------------
Cell type of the slowest stage on the worst timing path                               sky130_fd_sc_hd__clkdlybuf4s50_1
Cell type group with the largest total delay on the critical path                     buffers and inverters
Crit Path Max Fanout                                                                             1
Critical-path cell list                                                               clkdlybuf4s50_1
Nature of the critical path endpoint                                                    output pin
Worst Setup Path Type                                                                 flip-flop to output pin
Worst reg2reg path startpoint                                                         output_mux[0]
Worst R2R Path Depth                                                                             1
Worst setup startpoint                                                                seven_seg_com_o[0]
Worst path arrival time                                                                    1.00 ns
Crit path largest cell delay                                                               0.45 ns
Worst setup path endpoint                                                             seven_seg_com_o[0]
Worst reg2reg path endpoint                                                           output_mux[1]
Count of buffer and inverter cells on the critical path                                          1
Worst reg-to-reg setup slack                                                               0.92 ns
Required time of the critical path                                                         1.44 ns
Critical path startpoint category                                                        flip-flop
Number of cells on the critical path                                                             1

GRT
--------------------------------------------------------------------------------------------------
Wire length of the first global-routing pass                                               1110 um
Via count of the first global-routing pass                                                     264
Total global routing track utilization                                                       2.07%
Largest net degree at the start of global routing                                                7
Number of antenna violations at the first check in global routing                                0
Global-route congestion overflow total                                                           0

FLOORPLAN
--------------------------------------------------------------------------------------------------
Floorplan Core Area                                                                       3420 um2
Num ports                                                                                       52
DIE HEIGHT                                                                                   80 um
Die outline area                                                                          6400 um2
Number of cell rows                                                                             21
Initial Utilization                                                                          16.6%
Horizontal die dimension                                                                     80 um

POWER AND IR DROP
--------------------------------------------------------------------------------------------------
Worst-case vdd ir drop                                                                    0.161 mV
Total leakage power                                                                       0.270 nW
Power density of the placed cells                                                       640 nW/um2

JOB
--------------------------------------------------------------------------------------------------
Max-cap violation count                                                                          0
Warning total across the stage logs                                                             26

RUN STATUS
--------------------------------------------------------------------------------------------------
Run status                                                                            complete, no violations

WORST HOLD PATH
--------------------------------------------------------------------------------------------------
Type of the most critical hold path                                                   flip-flop to flip-flop

## routing by layer
layer	GRT usage, %	part of all wire (%)	routed length, um
met1	2.16	37	310
met2	3.53	47	389
met3	1.02	13	109
met4	0.704	2.2	18
met5	0	0	0
## worst min-delay path by stage
| stage | endpoint | cells after the start | from |
|---|---|---|---|
| after CTS | output_divide[1] | 0 | output_divide[0] |
| after global routing | output_divide[1] | 0 | output_divide[0] |
| final | output_divide[1] | 0 | output_divide[0] |
## flip-flops by register name (all words and copies together) (netlist names)
name,flops
seven_seg_com_o,4
output_mux,2
output_divide,2
## Yosys cell counts
library cell	number
sky130_fd_sc_hd__inv_1	2
sky130_fd_sc_hd__xor2_1	1
sky130_fd_sc_hd__edfxtp_1	2
sky130_fd_sc_hd__conb_1	1
sky130_fd_sc_hd__dfxtp_1	6
sky130_fd_sc_hd__and2_1	1
sky130_fd_sc_hd__buf_4	46
sky130_fd_sc_hd__nor2b_1	2
sky130_fd_sc_hd__nor2_1	1
## power by group
group | leakage [nW] | internal (mW) | switching [mW] | total, mW
sequential | 0.0716 | 0.184 | 0 | 0.184
clock | 0.0150 | 0.0844 | 0.0554 | 0.140
combinational | 0.184 | 0 | 0.00663 | 0.00663
## metrics by stage
| stage | hold slack (ns) | power (mW) | std cells | area [um2] |
|---|---|---|---|---|
| floorplan | 0.331 | 0.258 | 107 | 737 |
| global placement | 0.338 | 0.197 | 111 | 489 |
| detailed placement | 0.339 | 0.196 | 111 | 489 |
| CTS | 0.356 | 0.341 | 115 | 515 |
| global route | 0.371 | 0.353 | 115 | 515 |
| finish | 0.353 | 0.330 | 115 | 515 |
## layout make-up
type                            instances  area share, %
Tap cell                               46           11.2
Inverter                                2           1.46
Clock buffer                            4           5.10
Multi-Input combinational cell         51           39.6
Sequential cell                         8           35.0
Timing Repair Buffer                    4           7.77
## cell usage in the layout, fill, tap and decap left out, drive strengths merged
master,count
inv,2
clkdlybuf4s50,4
dfxtp,6
conb,46
clkbuf,4
and2,1
xor2,1
edfxtp,2
nor2,1
nor2b,2
## kinds of logic after synthesis
family	count (synthesis)	synth area share [%]
xor gates and xnor gates	1	1.54
DFF	8	31.7
other	1	0.660
buffers and inverters	48	62.1
and+or+nand+nor	4	3.96
Power figures rest on the tool's default switching activity, not on a simulated workload.
